File: design.v
module knn_distance_cal #(
    parameter DATA_WIDTH = 8,
    parameter FEATURES   = 8,
    parameter K          = 5
    )
    (
    input                           clk,
    input                           rst_n,
    input [DATA_WIDTH*FEATURES-1:0] train_data,
    input                           train_label,
    input                           data_valid,
    input [DATA_WIDTH*FEATURES-1:0] test_data,
    output [DATA_WIDTH-1:0]         distance_o,
    output                          label_o
    );
    reg [DATA_WIDTH-1:0]    train_data_feature  [0:FEATURES-1];
    reg [DATA_WIDTH-1:0]    test_data_feature   [0:FEATURES-1];
    reg [DATA_WIDTH-1:0]    distance            [0:FEATURES-1];
    reg [DATA_WIDTH*2-1:0]  distance_cal                      ;
    integer i;
    reg [ (2*DATA_WIDTH)-1 : 0] diff;
    always @(*)
        begin
        distance_cal = 0;
        if(data_valid & rst_n)
            begin
            for (i = 0; i < FEATURES; i = i + 1)
                begin
                train_data_feature[i] = train_data[i * DATA_WIDTH +: DATA_WIDTH];
                test_data_feature [i] = test_data [i * DATA_WIDTH +: DATA_WIDTH];
                if (train_data_feature[i] > test_data_feature[i])
                    diff = train_data_feature[i] - test_data_feature[i];
                else
                    diff = test_data_feature[i] - train_data_feature[i];
                    distance[i]     = diff;
                end
                distance_cal = distance[0];
                for (i = 1; i < FEATURES; i = i + 1)
                    begin
                    if (distance[i] > distance_cal)
                        distance_cal = distance[i];
                    end
            end
        end
    assign distance_o = distance_cal;
    assign label_o    = train_label;
endmodule
module knn_distance_comporator #(
    parameter DATA_WIDTH = 8,
    parameter K          = 5
    )
    (
    input                           clk             ,
    input                           rst_n           ,
    input [DATA_WIDTH-1:0]          distance_i      ,
    input                           label_i         ,
    input                           training_done   ,
    input                           data_valid      ,
    output                          valid_o         ,
    output                          label_o
    );
    reg [DATA_WIDTH-1:0] top_dist [0:K-1] ;
    reg                  top_label [0:K-1];
    reg                  out_valid;
    wire [3:0]           label_sum;
    reg  [3:0]           label_reg;
    wire                 training_posedge;
    reg                  training_done_d0;
    reg                  training_done_d1;
    reg                  training_done_d2;
    always @(posedge clk )
        begin
        if (!rst_n) 
            begin
            training_done_d0 <= 1'b0;
            training_done_d1 <= 1'b0;
            training_done_d2 <= 1'b0;
            end
        else
            begin
            training_done_d0 <= training_done;
            training_done_d1 <= training_done_d0;
            training_done_d2 <= training_done_d1;
            end
        end
    assign training_posedge = training_done && ~training_done_d1;
    integer i, j;
    always @(posedge clk)
        begin
        if (!rst_n)
            begin
            out_valid <= 0;
            for (i = 0; i < K; i = i + 1)
                begin
                top_dist[i]  <= {DATA_WIDTH{1'b1}};
                top_label[i] <= 0;
                end
            end
            else if (data_valid && !training_done)
            begin
            if (distance_i < top_dist[0]) 
                begin
                top_dist[0]  <= distance_i;
                top_label[0] <= label_i;
                end
            for (i = 1; i < K; i = i + 1) 
                begin
                if (distance_i < top_dist[i-1])
                    begin
                    top_dist[i]  <= top_dist[i-1];
                    top_label[i] <= top_label[i-1];
                    end
                else if (distance_i < top_dist[i])
                    begin
                    top_dist[i]  <= distance_i;
                    top_label[i] <= label_i;
                    end
                end
            end
            else if (training_done_d2) 
                begin
                out_valid <= 1;
                end 
            else if (out_valid) 
                begin
                out_valid <= 0;
            for (i = 0; i < K; i = i + 1)
                begin
                top_dist[i]  <= {DATA_WIDTH{1'b1}};
                top_label[i] <= 0;
                end
            end
        end
    assign label_sum = top_label[0] + top_label[1] + top_label[2] + top_label[3] + top_label[4];
    always @(posedge clk )
        begin
            if (!rst_n)
                begin
                    label_reg <= 0;
                end
            else if (training_posedge)
                begin
                    label_reg <= label_sum;
                end
        end
    assign valid_o = out_valid;
    assign label_o = out_valid ? (label_reg > (K/2)) ? 1'b1 : 1'b0 : 1'b0;
endmodule
`timescale 1ns / 1ps
module knn_top #(
    parameter DATA_WIDTH = 8,
    parameter FEATURES   = 8,
    parameter K          = 5
    )(
    input                           clk                 ,
    input                           rst_n               ,
    input [DATA_WIDTH*FEATURES-1:0] train_data          ,
    input                           train_label         ,
    input                           data_valid          ,
    input                           training_done       ,
    input [DATA_WIDTH*FEATURES-1:0] test_data           ,
    output                          predicted_valid_o   ,
    output                          predicted_label_o
    );
    wire [DATA_WIDTH-1:0] distance_cal;
    wire label;
    knn_distance_cal #(
        .DATA_WIDTH (DATA_WIDTH     ),
        .FEATURES   (FEATURES       ),
        .K          (K              )
    ) knn_distance_cal_inst (
        .clk         (clk           ),
        .rst_n       (rst_n         ),
        .train_data  (train_data    ),
        .train_label (train_label   ),
        .data_valid  (data_valid    ),
        .test_data   (test_data     ),
        .distance_o  (distance_cal  ),
        .label_o     (label         )
        );
    knn_distance_comporator #(
        .DATA_WIDTH         (DATA_WIDTH     ),
        .K                  (K              )
    ) knn_distance_comparator_inst (
        .clk                (clk                    ),
        .rst_n              (rst_n                  ),
        .distance_i         (distance_cal           ),
        .label_i            (label                  ),
        .data_valid         (data_valid             ),
        .training_done      (training_done          ),
        .valid_o            (predicted_valid_o      ),
        .label_o            (predicted_label_o      )
        );
endmodule
File: constraint.sdc
current_design knn_top

set clk_period 22.3
set clk_io_pct 0.2

create_clock -name clk0 -period $clk_period [get_ports {clk}]

set non_clock_inputs [all_inputs -no_clocks]
set_input_delay [expr $clk_period * $clk_io_pct] -clock clk0 $non_clock_inputs
set_output_delay [expr $clk_period * $clk_io_pct] -clock clk0 [all_outputs]
File: run.sh
#!/bin/bash
# OpenROAD 26Q1-2900-gdf79404cd8, Yosys 0.63+post, stock flow scripts
make -C /OpenROAD-flow-scripts/flow DESIGN_CONFIG=/design/flow/config.mk WORK_HOME=/design/flow/orfs finish
File: config.mk
export PLATFORM = sky130hd
export DESIGN_NAME = knn_top
export DESIGN_NICKNAME = knn_top
export VERILOG_FILES = /design/flow/design.v
export SDC_FILE = /design/flow/constraint.sdc
export NUM_CORES = 4
export LEC_CHECK = 1
export CORE_UTILIZATION = 40
==> GITHUB_STEP_SUMMARY <==
## PnR job results

| Metric | Value |
|---|---|
| Status | `complete, no violations` |
| Routing usage on met1 | `0.301` |
| Non-filler instance count after layout | `approximately 1900` |
| Global-route met3 utilization | `0.0120` |
| Antenna diodes | `0` |
| Die Ht | `between 150 and 200 um` |
| CP peak stage delay | `about 0.67 ns` |
| Vias in the first global route | `about 9700` |
| Fmax | `roughly 0.047 GHz` |
| Yosys cell count | `1417` |
| Core footprint | `0.0269 sq mm` |
| Overall die width | `~170 um` |
| Largest family of logic cells by area | `AND-OR/OR-AND gates` |
| Final weighted congestion in routability-driven placement | `a little over 0.9` |
| Clk slew on worst S/H paths | `0.07 ns` |
| Max-capacitance violation count | `0` |
| Fraction of synthesis flops using an asynchronous set or reset pin | `0` |
| Global router's overall resource usage | `0.195` |
| Startpoint of the worst register-to-register path | `knn_distance_comparator_inst.top_dist[3][5]` |
| Slack of the worst reg-to-reg path | `19.67 ns` |
| Worst slack at placement | `-0.196 ns` |
| Inserted Clock Buffers | `5` |
| Crit path time final | `around 21 ns` |
| Grt met2 use | `0.315` |
| CTS tree | `yes` |
| Htree depth | `2` |
| Share of the synthesized area in the top cell type | `0.232` |
| Fraction of layout instances using a drive strength above 1 | `0.117` |
| Area share of xor/xnor cells in the synthesized design | `0.0417` |
| Skew final | `roughly 0.0036 ns` |
| Normalized max-slew margin | `0.317` |
| Crit Path Max Fanout | `8` |
| R2R cell count | `11` |
| CTS Buffer Depth | `2` |
| Post-synth regs | `roughly 52` |
| Most crowded layer after global routing | `met2` |
| DRC Markers | `0` |
| Number of rows created at floorplan | `around 60` |
| Cell chosen for the clock root | `clkbuf_16` |
| Number of synthesized flops with an enable pin | `0` |
| Kind of path behind the tightest hold check | `reg2reg` |
| Aoi/oai-family share of the synthesized area | `0.270` |
| Pins over their slew limit | `0` |
| Unique cell type count in the Yosys netlist | `slightly below 90` |
| Worst endpoint data arrival time | `around 22 ns` |
| Count of routing violations after the opening detailed-route iteration | `544` |
| Final Hold Fails | `0` |
| Gate count after technology mapping | `1417` |
| Adder-cell share of the synthesized area | `0.267` |
| Mean area per synthesized cell | `7.71 sq um` |
| Startpoint of the lowest-slack hold path | `knn_distance_comparator_inst.training_done_d0` |
| Late-Pin Clk Latency | `about 0.29 ns` |
| Number of antenna violations at the first check in global routing | `0` |
| Count of vias placed by the detailed router | `roughly 10000` |
| Area leader, netlist | `ha_1` |
| Top_reg_cell synth | `dfxtp_1` |
| Detailed Route WL | `between 20000 and 30000 um` |
| HPWL Detailed | `between 20000 and 25000 um` |
| Post-synth mux share | `0.0803` |
| Crit. Startpoint | `train_data[8]` |
| I/O Buffers | `about 130` |
| Final worst setup slack | `0.977 ns` |
| Mapped cell area | `around 0.011 sq mm` |
| Crit share post-route | `0.956` |
| CP startpoint kind | `input pin` |
| Type of destination of the critical path | `flop` |
| Crit-path most repeated cell | `ha_1` |
| Chip area from the yosys synthesis statistics | `~0.011 sq mm` |
| Critical-path top delay cell | `nor3b_1` |
| Most area-consuming cells after synthesis | `ha_1 23%, dfxtp_1 9.5%, inv_1 8.0%, mux2i_1 5.9%, a21oi_1 4.3%` |
| Number of placed I/O pins | `roughly 140` |
| Number of flip-flops under the largest register name | `40` |
| Finished Core Util | `0.508` |
| Class of the most critical setup path | `in2reg` |
| Number of warning messages in the yosys log | `7` |
| Drt wl/cell | `approximately 14 um` |
| Layout Area Growth over Synthesis | `24.8%` |
| Global-route congestion overflow total | `0` |
| Maximum number of pins on one net before global-route repair | `24` |
| Log Warnings | `approximately 81` |
| Count of hold-fix buffers inserted at cts | `0` |
| Slew at the pin with the worst max-slew slack | `roughly 1.0 ns` |
| WP data required | `22.48 ns` |
| # clock sinks | `about 52` |
| First-pass GRT wire length | `45500 um` |
| Number of detailed-routing iterations run before antenna repair | `7` |
| Number of vias per cell | `between 5 and 6` |
| Last element of the critical path | `knn_distance_comparator_inst.top_label[4]` |
| And+or+nand+nor area frac | `0.152` |
| Cell Count Post-Placement | `around 1900` |
| Seq share, synth | `0.0952` |
| Fp_density | `0.407` |
| Chip area | `roughly 0.028 sq mm` |
| Setup Viol. Count Final | `0` |
| Number of nets with antenna violations after detailed routing | `0` |
| Endpoint of the most critical register-to-register path | `knn_distance_comparator_inst.top_label[4]` |
-- layout by cell type, fill, tap and decap left out, types with 9 or more instances in the layout --
| cell | n |
|---|---|
| inv_1 | 232 |
| ha_1 | 201 |
| clkdlybuf4s50_1 | 134 |
| nand2_1 | 93 |
| a21oi_1 | 86 |
| nor2_1 | 68 |
| mux2i_1 | 57 |
| buf_4 | 53 |
| dfxtp_1 | 52 |
| a21o_1 | 51 |
| o21ai_0 | 50 |
| xnor2_1 | 33 |
| nor2b_1 | 33 |
| nand4_1 | 24 |
| a221oi_1 | 21 |
| a211oi_1 | 19 |
| xor2_1 | 18 |
| nand3_1 | 18 |
| o21a_1 | 18 |
| fa_1 | 17 |
| a31oi_1 | 16 |
| mux2_2 | 15 |
| and3_1 | 14 |
| nand2b_1 | 13 |
| and2_1 | 12 |
| o31ai_1 | 10 |
| o22a_1 | 10 |
| o21bai_1 | 10 |
| nor4_1 | 9 |
-- what timing repair did --
action / CTS / global route
resized: 0 / 95
setup buffers: 0 / 30
setup endpoints to repair: 0 / 45
-- synth_stat cells, drive strengths merged (28+ instances only) --
cell type  count
a21oi         93
clkbuf        28
dfxtp         52
nor2b         34
o21ai         62
mux2i         66
a21o          53
ha           203
nand2         96
nor2          71
xnor2         34
inv          234
-- worst min-delay path by stage --
stage / to / slack [ns] / cells after the start
final: knn_distance_comparator_inst.training_done_d1 / 0.44 / 1
after global routing: knn_distance_comparator_inst.training_done_d1 / 0.47 / 1
after CTS: knn_distance_comparator_inst.training_done_d1 / 0.45 / 1
-- final cells by class --
type                       count  area (sq um)
timing repair buffer         195          1840
multi-input combinational   1096          9300
sequential                    52          1040
tap                          341           427
clock inverter                 3          27.5
inverter                     235           882
fill                        2503         13200
clock buffer                   5           125
-- critical path: cells and delay by family --
kind,cells,cell delay (ns)
AOI/OAI and AO/OA,42,7.51
adders and majority gates,10,2.54
buffers and inverters,13,1.58
muxes,7,1.75
and+or+nand+nor,25,3.63
-- routing by layer --
metal	part of all wire	wire length, um	vias up
met2	0.44	12000	206
li1	-	-	5390
met5	0	0	-
met3	0.039	1060	21
met1	0.52	14100	4742
met4	0.0063	172	0
-- kinds of logic (layout without fill, tap and decap cells) --
family,count (synthesis),after routing
AND/OR/NAND/NOR,324,325
adder cells (fa/ha/maj),223,223
buffers and inverters,270,438
multiplexers,84,84
flip-flops,52,52
XOR/XNOR,52,52
AND-OR/OR-AND,412,412
-- per-stage QoR --
stage	hold slack, ns	area, sq um	TNS (ns)
2_1_floorplan	0.412	10900	0
3_3_place_gp	0.417	12800	0
3_5_place_dp	0.434	12800	-3.60
4_1_cts	0.449	12900	0
5_1_grt	0.472	13600	-1.19
6_report	0.441	13600	0
